`./config.mk`:
```
export PLATFORM = sky130hd
export DESIGN_NAME = ALSU_golden
export DESIGN_NICKNAME = ALSU_golden
export VERILOG_FILES = /design/flow/design.v
export SDC_FILE = /design/flow/constraint.sdc
export NUM_CORES = 4
export LEC_CHECK = 1
export CORE_UTILIZATION = 30
```
`./constraint.sdc`:
```
current_design ALSU_golden

set clk_period 3.2
set clk_io_pct 0.2

create_clock -name clk0 -period $clk_period [get_ports {clk}]

set non_clock_inputs [all_inputs -no_clocks]
set_input_delay [expr $clk_period * $clk_io_pct] -clock clk0 $non_clock_inputs
set_output_delay [expr $clk_period * $clk_io_pct] -clock clk0 [all_outputs]
```
`./design.v`:
```
interface alsu_interface(clk);
    input bit clk;
    logic rst, cin, red_op_A, red_op_B, bypass_A, bypass_B, direction, serial_in;
    logic [2:0] opcode;
    logic signed [2:0] A, B;
    logic [15:0] leds , leds_ref;
    logic signed [5:0] out , out_ref;
    modport SVA (input clk,rst, cin, red_op_A, red_op_B, bypass_A, bypass_B, direction, serial_in,opcode,A,B,output leds , out);
endinterface 
package shared_pkg;
    typedef enum  {OR,XOR,ADD,MULT,SHIFT,ROTATE,INVALID_6,INVALID_7} opcode_e;
    localparam MAXPOS = 3 , MAXNEG = -4 , ZERO = 0;
endpackage
module ALSU_golden (a,b,opcode,cin,serial_in,direction,red_op_a,red_op_b,bypass_a,bypass_b,clk,rst,out,leds);
    parameter INPUT_PRIORITY = "A";  
    parameter FULL_ADDER = "ON";   
    input clk,rst,cin,serial_in,red_op_a,red_op_b,bypass_a,bypass_b,direction;
    input signed [2:0] a,b;
    input [2:0] opcode;
    output reg signed [5:0] out;
    output reg [15:0] leds; 
    reg signed [2:0] a_reg,b_reg;
    reg [2:0] opcode_reg;
    reg cin_reg,serial_in_reg,red_op_a_reg,red_op_b_reg,bypass_a_reg,bypass_b_reg,direction_reg;
    always @(posedge clk or posedge rst) begin   
        if (rst) begin
            a_reg <= 'b0; 
            b_reg <= 'b0;
            opcode_reg <= 'b0;
            cin_reg <= 'b0;
            serial_in_reg <= 'b0;
            direction_reg <= 'b0;
            red_op_a_reg <= 'b0;
            red_op_b_reg <= 'b0;
            bypass_a_reg <= 'b0;
            bypass_b_reg <= 'b0;
        end
        else begin
            a_reg <= a;
            b_reg <= b;
            opcode_reg <= opcode;
            cin_reg <= cin;
            serial_in_reg <= serial_in;
            direction_reg <= direction;
            red_op_a_reg <= red_op_a;
            red_op_b_reg <= red_op_b;
            bypass_a_reg <= bypass_a;
            bypass_b_reg <= bypass_b;
        end
    end
    always @(posedge clk or posedge rst) begin   
        if (rst) begin
            out <= 'b0;
            leds <= 'b0;
        end
        else if (((red_op_a_reg || red_op_b_reg) && (opcode_reg != 0 && opcode_reg != 1)) || opcode_reg==6 || opcode_reg==7) begin   
            out <= 'b0;
            leds <= ~leds;   
        end
        else begin
            if(bypass_a_reg && bypass_b_reg) begin
                if (INPUT_PRIORITY == "B") begin
                    out <= b_reg;
                    leds <= 'b0;
                end
                else begin    
                    out <= a_reg;
                    leds <= 'b0;
                end
            end
            else if (bypass_a_reg) begin
                out <= a_reg;
                leds <= 'b0;
            end
            else if (bypass_b_reg) begin
                out <= b_reg;
                leds <= 'b0;
            end
            else begin
                case (opcode_reg)
                0: begin     
                    if (red_op_a_reg && red_op_b_reg) begin
                        if (INPUT_PRIORITY == "B") begin
                            out <= | b_reg;
                        end
                        else begin    
                            out <= | a_reg;
                        end
                    end
                    else if (red_op_a_reg) begin
                        out <= | a_reg;
                    end
                    else if (red_op_b_reg) begin
                        out <= | b_reg;
                    end
                    else begin    
                        out <= a_reg | b_reg;
                    end
                    leds <= 'b0;
                end 
                1: begin    
                    if (red_op_a_reg && red_op_b_reg) begin
                        if (INPUT_PRIORITY == "B") begin
                            out <= ^ b_reg;
                        end
                        else begin    
                            out <= ^ a_reg;
                        end
                    end
                    else if (red_op_a_reg) begin
                        out <= ^ a_reg;
                    end
                    else if (red_op_b_reg) begin
                        out <= ^ b_reg;
                    end
                    else begin    
                        out <= a_reg ^ b_reg;
                    end
                    leds <= 'b0; 
                end
                2: begin     
                    if (FULL_ADDER == "OFF") begin
                        out <= a_reg + b_reg;
                    end
                    else begin      
                        out <= a_reg + b_reg + cin_reg;
                    end
                    leds <= 'b0;
                end
                3: begin          
                    out <= a_reg * b_reg;
                    leds <= 'b0;
                end
                4: begin      
                    if (direction_reg) begin   
                        out <= {out[4:0],serial_in_reg};
                    end
                    else begin    
                        out <= {serial_in_reg,out[5:1]};
                    end
                    leds <= 'b0;
                end
                5: begin     
                    if (direction_reg) begin   
                        out <= {out[4:0],out[5]};
                    end
                    else begin    
                        out <= {out[0],out[5:1]};
                    end
                    leds <= 'b0;
                end
                default:    
                begin
                    if (bypass_b_reg && bypass_a_reg) begin
                        if (INPUT_PRIORITY == "B") begin
                            out <= b_reg;
                        end
                        else begin    
                            out <= a_reg;
                        end
                    end
                    else if(bypass_a_reg) begin
                        out <= a_reg;
                    end
                    else if (bypass_b_reg) begin
                        out <= b_reg;
                    end
                    else begin
                        out<='b0;
                    end
                end
            endcase
            end
        end
    end
endmodule
```
`./run.sh`:
```
#!/bin/bash
# OpenROAD 26Q1-2900-gdf79404cd8, Yosys 0.63+post, stock flow scripts
make -C /OpenROAD-flow-scripts/flow DESIGN_CONFIG=/design/flow/config.mk WORK_HOME=/design/flow/orfs finish
```
==> impl_metrics.env <==
# implementation run metrics
export IMPL_status="complete, no violations"
export IMPL_clk_latency_ns=0.29
export IMPL_ys_flop_type="dfrtp_1"
export IMPL_clock_fmax_ghz=0.3330
export IMPL_critical_path_class="reg -> reg"
export IMPL_clock_sinks=38
export IMPL_finalMaxSlewViolations=0
export IMPL_vias_per_cell=4.535
export IMPL_cts_root_buf="clkbuf_8"
export IMPL_netlist_area_sq_um=1912
export IMPL_relSlewSlack=0.5489
export IMPL_postSynthAreaPerCell_sq_um=11.12
export IMPL_dr_total_vias=1306
export IMPL_reg2reg_to="out[5]"
export IMPL_leakage_nw=1.119
export IMPL_die_h_um=81.83
export IMPL_cts_htree_levels=2
export IMPL_setup_viol=0
export IMPL_io_pins=40
export IMPL_hold_end="leds[14]"
export IMPL_fin_skew_ns=0.005789
export IMPL_portBuffers=39
export IMPL_p_switching_mw=0.2809
export IMPL_whs_path_depth=1
export IMPL_critical_path_slowest_cell="fa_1"
export IMPL_post_cts_resized=0
export IMPL_fill_cells=576
export IMPL_grt_pass1_wl_mm=6.044
export IMPL_ff2ff_path_depth=10
export IMPL_hp_class="reg -> reg"
export IMPL_dp_cells=280
export IMPL_power_density_nw_per_um2=449.9
export IMPL_initial_core_util=0.3173
export IMPL_final_layout_size_suffix_gt1_frac=0.05164
export IMPL_syn_to_final_growth_pct=28.53
export IMPL_numCtsBuffers=5
export IMPL_clockBufferDepth=2
export IMPL_ys_chip_area_sq_um=1912
export IMPL_hp_start="leds[14]"
export IMPL_top_regs="leds x16, out x6"
export IMPL_power_frac_seq=0.506
export IMPL_synthArstFlopShare=1.000
export IMPL_gp_congestion=0.9016
export IMPL_largest_reg_flops=16
export IMPL_hpwl_mm=2.747
export IMPL_period_needed_ns=3.003
export IMPL_worst_slew_pin_transition_ns=0.6767
export IMPL_grt_max_degree=39
export IMPL_track_usage=0.1220
export IMPL_post_cts_buffers=0
export IMPL_cts_tree="yes"
export IMPL_combPwrFrac=0.190
export IMPL_die_area_sq_um=6696
export IMPL_drc=0
export IMPL_finalCritPeriodShare=0.9384
export IMPL_netSwitchingFraction=0.2541
export IMPL_critPathLaunchType="flip-flop"
export IMPL_firstDrtPassIters=4
export IMPL_enable_flop_cells=0
export IMPL_crit_chain="nand2_1 -> fa_1 -> inv_1 -> ha_1 -> ha_1 -> fa_1 -> xnor3_1 -> xor2_1 -> a21oi_1 -> a21oi_1"
export IMPL_max_vdd_ir_drop_uv=229.3
export IMPL_ctsHoldBuffers=0
export IMPL_timing_rr_start="a_reg[2]"
export IMPL_post_dp_cell_area_sq_um=2362
export IMPL_num_antenna_cells=0
export IMPL_ys_ff=38
export IMPL_globalRoute_totalOverflow=0
export IMPL_syn_inst=172
export IMPL_post_drt_wl_per_cell_um=12.61
export IMPL_antenna_left=0
export IMPL_ys_cells=172
export IMPL_critPathTopFamily="adder cells"
export IMPL_fin_cells=288
export IMPL_grt_pass1_vias=1241
export IMPL_cp_num_buf_inv=1
export IMPL_cp_end_kind="flip-flop"
export IMPL_r2r_setup_slack_ns=0.20
export IMPL_tool_warnings=29
export IMPL_slowest_delay_ns=0.56
export IMPL_drt_iter0_markers=79
export IMPL_maxCapViolCount=0
export IMPL_fp_dieW_um=81.83
export IMPL_antenna_found_initial=0
export IMPL_critical_path_arrival_ns=3.21
export IMPL_synth_cell_types=37
export IMPL_hold_slack_ns=0.4237
export IMPL_cp_data_required_time_ns=3.41
export IMPL_wl_mm=3.632
export IMPL_final_area_sq_um=2457
export IMPL_finalSetupTns_ns=0
export IMPL_path_clk_slew_ns=0.07
export IMPL_hold_viol=0
export IMPL_synth_seq_share=0.4974
export IMPL_path_max_fanout=8
export IMPL_yosys_warnings=1
export IMPL_regMostFlops="leds"
export IMPL_power_share_clock=0.304
export IMPL_rsz0062_at_grt="false"
export IMPL_core_sq_um=6026
export IMPL_num_rows=28
export IMPL_p_int_mw=0.8246
[through the flow]
stage          setup WS [ns]    util  power [mW]
5_1_grt              0.02231  0.4078       1.177
3_3_place_gp          0.2830  0.3920      0.7797
6_report              0.1971  0.4078       1.106
3_5_place_dp          0.2096  0.3920      0.7806
4_1_cts               0.1927  0.4078       1.121
2_1_floorplan         0.3496       -      0.6678
[final cells by class]
cell class | instances | area, sq um | share of cell area
Clock buffer | 6 | 82.58 | 0.03360
Clock inverter | 2 | 12.51 | 0.005092
Inverter | 15 | 56.30 | 0.02291
Multi-Input combinational cell | 112 | 863.3 | 0.3513
Sequential cell | 38 | 950.9 | 0.3870
Tap cell | 75 | 93.84 | 0.03819
Timing Repair Buffer | 40 | 397.9 | 0.1619
[power groups by stage]
stage	clock network, mW	logic, mW	registers, mW
final	0.336	0.210	0.560
after global routing	0.370	0.241	0.566
after CTS	0.348	0.213	0.560
[worst max path at each step]
stage / slack, ns / depth (start not counted) / startpoint / end
4_1_cts: 0.19 / 10 / a_reg[2] / out[5]
5_1_grt: 0.02 / 10 / a_reg[2] / out[5]
6_report: 0.20 / 10 / a_reg[2] / out[5]
[Yosys cell counts (all sizes together) (2+ instances only)]
cell type / count / area share
nand2b: 3 / 0.0098
fa: 6 / 0.063
nor2: 21 / 0.041
nor3b: 3 / 0.012
and2: 3 / 0.0098
buf: 6 / 0.019
inv: 15 / 0.029
o21ai: 6 / 0.016
xor2: 4 / 0.018
a21oi: 11 / 0.031
o32ai: 2 / 0.0092
nor2b: 2 / 0.0065
ha: 14 / 0.092
dfrtp: 38 / 0.50
nand2: 12 / 0.024
mux2i: 7 / 0.037
a31oi: 3 / 0.0098
[placed cells by master, fill, tap and decap left out, drive strengths merged, types with 2 or more instances in the layout]
cell            n
mux2i           7
and2            3
nor2b           2
nand2          12
nor2           21
nand2b          3
fa              6
inv            15
xor2            4
nor3b           3
a31oi           3
o32ai           2
dfrtp          38
ha             14
a21oi          11
clkdlybuf4s50  39
o21ai           6
clkbuf          6
[layer usage]
layer / track usage / vias up / share of wire
met5: 0 / - / 0
met4: 0.01228 / 0 / 0.0047
met1: 0.2055 / 605 / 0.52
li1: - / 664 / -
met3: 0.03044 / 2 / 0.060
met2: 0.1678 / 35 / 0.41
[cell families after synthesis]
family,after synthesis,share of synthesized area
adders and majority gates,20,0.1545
DFF,38,0.4974
AOI/OAI and AO/OA,32,0.1106
xor gates and xnor gates,5,0.03010
and+or+nand+nor,47,0.1139
muxes,8,0.04254
buffers and inverters,22,0.05104
No activity file was given, so power comes from the tool's default toggle rates.
