<file path="flow/run.sh">
#!/bin/bash
# OpenROAD 26Q1-2900-gdf79404cd8, Yosys 0.63+post, stock flow scripts
make -C /OpenROAD-flow-scripts/flow DESIGN_CONFIG=/design/flow/config.mk WORK_HOME=/design/flow/orfs finish
</file>
<file path="flow/config.mk">
export PLATFORM = sky130hd
export DESIGN_NAME = ALSU
export DESIGN_NICKNAME = ALSU
export VERILOG_FILES = /design/flow/design.v
export SDC_FILE = /design/flow/constraint.sdc
export NUM_CORES = 4
export LEC_CHECK = 1
export CORE_UTILIZATION = 30
</file>
<file path="flow/constraint.sdc">
current_design ALSU

set clk_period 3.1
set clk_io_pct 0.2

create_clock -name clk0 -period $clk_period [get_ports {clk}]

set non_clock_inputs [all_inputs -no_clocks]
set_input_delay [expr $clk_period * $clk_io_pct] -clock clk0 $non_clock_inputs
set_output_delay [expr $clk_period * $clk_io_pct] -clock clk0 [all_outputs]
</file>
<file path="flow/design.v">
interface alsu_interface(clk);
    input bit clk;
    logic rst, cin, red_op_A, red_op_B, bypass_A, bypass_B, direction, serial_in;
    logic [2:0] opcode;
    logic signed [2:0] A, B;
    logic [15:0] leds , leds_ref;
    logic signed [5:0] out , out_ref;
    modport SVA (input clk,rst, cin, red_op_A, red_op_B, bypass_A, bypass_B, direction, serial_in,opcode,A,B,output leds , out);
endinterface 
package shared_pkg;
    typedef enum  {OR,XOR,ADD,MULT,SHIFT,ROTATE,INVALID_6,INVALID_7} opcode_e;
    localparam MAXPOS = 3 , MAXNEG = -4 , ZERO = 0;
endpackage
module ALSU(A, B, cin, serial_in, red_op_A, red_op_B, opcode, bypass_A, bypass_B, clk, rst, direction, leds, out);
parameter INPUT_PRIORITY = "A";
parameter FULL_ADDER = "ON";
input clk, rst, cin, red_op_A, red_op_B, bypass_A, bypass_B, direction, serial_in;
input [2:0] opcode;
input signed [2:0] A, B;
output reg [15:0] leds;
output reg signed [5:0] out;
reg cin_reg, red_op_A_reg, red_op_B_reg, bypass_A_reg, bypass_B_reg, direction_reg, serial_in_reg;
reg [2:0] opcode_reg;
reg signed [2:0] A_reg, B_reg;
wire invalid_red_op, invalid_opcode, invalid;
assign invalid_red_op = (red_op_A_reg | red_op_B_reg) & (opcode_reg[1] | opcode_reg[2]);
assign invalid_opcode = opcode_reg[1] & opcode_reg[2];
assign invalid = invalid_red_op | invalid_opcode;
always @(posedge clk or posedge rst) begin
  if(rst) begin
     cin_reg <= 0;
     red_op_B_reg <= 0;
     red_op_A_reg <= 0;
     bypass_B_reg <= 0;
     bypass_A_reg <= 0;
     direction_reg <= 0;
     serial_in_reg <= 0;
     opcode_reg <= 0;
     A_reg <= 0;
     B_reg <= 0;
  end else begin
     cin_reg <= cin;
     red_op_B_reg <= red_op_B;
     red_op_A_reg <= red_op_A;
     bypass_B_reg <= bypass_B;
     bypass_A_reg <= bypass_A;
     direction_reg <= direction;
     serial_in_reg <= serial_in;
     opcode_reg <= opcode;
     A_reg <= A;
     B_reg <= B;
  end
end
always @(posedge clk or posedge rst) begin
  if(rst) begin
     leds <= 0;
  end else begin
      if (invalid)
        leds <= ~leds;
      else
        leds <= 0;
  end
end
always @(posedge clk or posedge rst) begin
  if(rst) begin
    out <= 0;
  end
  else begin
    if (invalid) 
        out <= 0;
    else if (bypass_A_reg && bypass_B_reg)
      out <= (INPUT_PRIORITY == "A")? A_reg: B_reg;
    else if (bypass_A_reg)
      out <= A_reg;
    else if (bypass_B_reg)
      out <= B_reg;
    else begin
        case(opcode_reg)     
          0: begin 
            if (red_op_A_reg && red_op_B_reg)
              out = (INPUT_PRIORITY == "A")? |A_reg: |B_reg;  
            else if (red_op_A_reg) 
              out <= |A_reg;
            else if (red_op_B_reg)
              out <= |B_reg;
            else 
              out <= A_reg | B_reg;
          end
          1: begin
            if (red_op_A_reg && red_op_B_reg)
              out <= (INPUT_PRIORITY == "A")? ^A_reg: ^B_reg;   
            else if (red_op_A_reg) 
              out <= ^A_reg;
            else if (red_op_B_reg)
              out <= ^B_reg;
            else 
              out <= A_reg ^ B_reg;
          end
          2: begin
            if (FULL_ADDER == "OFF") begin   
              out <= A_reg + B_reg; 
            end
            else begin
              out <= A_reg + B_reg + cin_reg;
            end
          end
          3: out <= A_reg * B_reg;
          4: begin
            if (direction_reg)
              out <= {out[4:0], serial_in_reg};
            else
              out <= {serial_in_reg, out[5:1]};
          end
          5: begin
            if (direction_reg)
              out <= {out[4:0], out[5]};
            else
              out <= {out[0], out[5:1]};
          end
          default:    
                begin
                    out<='b0;
                end
        endcase
    end 
  end
end
endmodule
</file>
==> run notes <==
## Placement
* 2.988 mm — dpl hpwl
* 0.8674 — Final GP Congestion
* 39 — IO buf count

## Flow run
* 29 — warning total across the stage logs
* 0 — Max-cap violations

## Power
* 863.6 uW — Internal
* 20.0% — portion of total power attributed to combinational logic
* 0.2595 mV — highest ir drop seen on vdd
* 447.2 mW/mm^2 — total power per unit cell area
* 50.0% — part of the power in registers
* 25.83% — Switching Share
* 300.7 uW — Switching Power
* 1.175 nW — leakage component of the power
* 30.0% — clock power share

## Synthesis
* sky130_fd_sc_hd__dfrtp_1 (47%), sky130_fd_sc_hd__ha_1 (8.6%), sky130_fd_sc_hd__fa_1 (5.9%) — top post-synthesis cells by area
* sky130_fd_sc_hd__dfrtp_1 — top cell type by total area after synthesis
* sky130_fd_sc_hd__dfrtp_1 — most instantiated flip-flop cell in the synthesis netlist
* 46.57% — sequential share of the synthesized area
* 38 — number of register bits inferred by synthesis
* 182 — cell total in the yosys stat output
* 100.0% — fraction of synthesis flops using an asynchronous set or reset pin
* 0.002042 sq mm — area of the mapped netlist
* 47 — Synth cell types
* 182 — synthesized instance count
* 0.002042 sq mm — area figure in the yosys stat output
* 1 — total of warnings raised by yosys
* 46.57% — Max-area cell share
* 11.22 sq um — average instance area after synthesis
* 0 — count of library flops with an enable pin

## Global route
* 0 — antenna violations before repair
* 6.527 mm — wire length of the first global-routing pass
* 1385 — number of global-route vias before repair
* 39 — largest net degree at the start of global routing
* 0 — sum of overflow across all layers after global routing
* 11.71% — overall fraction of global-route tracks in use

## Critical path
* flop — Critical Path Start Type
* sky130_fd_sc_hd__fa_1 — Crit-path slowest cell
* flop — Worst setup EP type
* 2 — buffer and inverter count on the worst path
* adder cells — cell family contributing the most delay on the critical path
* inv_2 > nand2_1 > fa_1 > inv_1 > ha_1 > ha_1 > fa_1 > xnor3_1 > xor2_1 > nand3_1 > a31oi_1 — Critical Path, Cell by Cell
* 0.49 ns — stage delay of the slowest cell on the critical path
* 3.30 ns — critical path data required time
* A_reg[1] — reg-to-reg startpoint
* 11 — number of cells on the worst reg-to-reg path
* flop to flop — worst setup path class
* 0.21 ns — R2R setup slack
* out[5] — reg2reg end
* 4 — Max Fanout on Critical Path
* 3.09 ns — worst path arrival time

## Cells and area
* 13.00% — share of final-layout standard cells stronger than drive strength 1
* 16 — max reg flops
* 40.31% — Final Core Density
* 27.51% — growth of design area from synthesis to finish
* leds — Top reg by flops
* leds: 16 flops, out: 6 flops — top flop regs

## Routing
* 22 — number of iterations in the first detailed-routing pass
* 12.88 microns — average detailed-routed wire length per instance
* 0 — Antenna Violating Nets Remaining
* 1419 — count of vias placed by the detailed router
* 4.730 — Avg Vias per Cell
* 3.863 mm — wire length reported by the detailed router
* 41 — Iteration-0 DRC Markers
* 0 — number of antenna cells inserted
* 0 — DRC

## Min path
* leds[15] — endpoint of the worst hold-timing path
* 1 — Hold Crit Depth
* flop to flop — Tightest Hold Check Type
* leds[15] — Worst Hold Launch

## Clock tree
* 2 — H-tree depth reported by CTS
* 0.08 ns — clock transition at the registers of the reported paths
* 5 — Num CTS Buffers
* sky130_fd_sc_hd__clkbuf_8 — Root Buffer
* 2 — Clock Tree Buf Depth
* 38 — sinks on the clock net
* built — clock tree from TritonCTS
* 0 — Hold-fix buffers, CTS
* 0.28 ns — Worst-Skew Late Latency

## Outcome
* finished, final reports clean — result of the run

## Timing
* 58.21% — Rel. slew slack
* 0.007677 ns — maximum clock skew at final layout
* 0 — Final Hold Vio Count
* 0 — Final setup viols
* 0.6269 ns — actual slew at the worst max-slew pin
* no — RSZ-0062 raised after global routing
* 0 — count of pins over their slew limit
* 93.22% — post-layout period usage of the worst path
* 346.0 MHz — maximum frequency from static timing analysis
* 0 ns — post-route setup TNS
* 2.890 ns — Period minus WS final

## Floorplanning
* 0.007140 sq mm — overall die area
* 0.006459 sq mm — core box area
* 29 — standard-cell rows
* 31.62% — floorplan core density
* 84.50 microns — die span in x
* 40 — number of top-level design ports
* 84.50 microns — floorplan die height

-- how the worst max path moves through the flow --
stage / from / endpoint / depth (start not counted)
6_report: A_reg[1] / out[5] / 11
5_1_grt: A_reg[1] / out[5] / 11
4_1_cts: A_reg[1] / out[5] / 11
-- kinds of logic (layout without fill, tap and decap cells) --
logic type | after synthesis | after routing | synth area share [%]
simple gates | 53 | 53 | 13.60
fa+ha+maj | 20 | 20 | 14.46
flops | 38 | 38 | 46.57
mux | 8 | 8 | 4.473
compound gates | 33 | 33 | 12.56
xor+xnor | 5 | 5 | 2.819
buf+inv | 25 | 66 | 5.515
-- stage by stage --
stage / worst slack [ns] / instances / power (mW) / hold WS (ns) / instance area, sq um
4_1_cts: 0.1238 / 300 / 1.182 / 0.4272 / 2597
5_1_grt: 0.006457 / 300 / 1.239 / 0.4389 / 2604
3_3_place_gp: 0.2238 / 292 / 0.8270 / 0.4125 / 2502
2_1_floorplan: 0.1409 / 182 / 0.7073 / 0.3785 / 2042
6_report: 0.2102 / 300 / 1.164 / 0.4248 / 2604
3_5_place_dp: 0.1440 / 292 / 0.8276 / 0.4149 / 2502
-- cell usage in the layout (no fill, tap or decap), types with 2 or more instances in the layout --
| cell | n |
|---|---|
| sky130_fd_sc_hd__nor2b_1 | 4 |
| sky130_fd_sc_hd__a21oi_1 | 9 |
| sky130_fd_sc_hd__o21ai_0 | 5 |
| sky130_fd_sc_hd__nand2b_1 | 2 |
| sky130_fd_sc_hd__inv_2 | 2 |
| sky130_fd_sc_hd__nand2_1 | 12 |
| sky130_fd_sc_hd__nor2_1 | 21 |
| sky130_fd_sc_hd__clkdlybuf4s50_1 | 39 |
| sky130_fd_sc_hd__mux2_4 | 2 |
| sky130_fd_sc_hd__xor2_1 | 2 |
| sky130_fd_sc_hd__ha_1 | 14 |
| sky130_fd_sc_hd__dfrtp_2 | 3 |
| sky130_fd_sc_hd__mux2i_1 | 5 |
| sky130_fd_sc_hd__o31ai_1 | 2 |
| sky130_fd_sc_hd__fa_1 | 6 |
| sky130_fd_sc_hd__a31oi_1 | 3 |
| sky130_fd_sc_hd__dfrtp_1 | 35 |
| sky130_fd_sc_hd__clkbuf_8 | 6 |
| sky130_fd_sc_hd__o211a_1 | 2 |
| sky130_fd_sc_hd__inv_1 | 13 |
| sky130_fd_sc_hd__xnor2_1 | 2 |
| sky130_fd_sc_hd__o311ai_0 | 2 |
| sky130_fd_sc_hd__buf_4 | 4 |
-- power groups by stage --
stage	Clock [mW]	Sequential (mW)	Combinational, mW
finish	0.349	0.582	0.233
global route	0.384	0.589	0.266
CTS	0.362	0.582	0.238
-- synth_stat cells, types with 2 or more instances --
cell / count
sky130_fd_sc_hd__mux2_4: 2
sky130_fd_sc_hd__buf_2: 6
sky130_fd_sc_hd__a31oi_1: 3
sky130_fd_sc_hd__ha_1: 14
sky130_fd_sc_hd__nand2_1: 13
sky130_fd_sc_hd__clkbuf_1: 2
sky130_fd_sc_hd__nor2b_1: 4
sky130_fd_sc_hd__xnor2_1: 2
sky130_fd_sc_hd__fa_1: 6
sky130_fd_sc_hd__inv_1: 15
sky130_fd_sc_hd__mux2i_1: 5
sky130_fd_sc_hd__o21ai_0: 5
sky130_fd_sc_hd__a21oi_1: 9
sky130_fd_sc_hd__xor2_1: 2
sky130_fd_sc_hd__o31ai_1: 2
sky130_fd_sc_hd__nand2b_1: 2
sky130_fd_sc_hd__dfrtp_1: 38
sky130_fd_sc_hd__o211a_1: 2
sky130_fd_sc_hd__nor2_1: 21
sky130_fd_sc_hd__o311ai_0: 2
-- layer usage --
layer	global-route usage (%)	share of wire (%)	vias to the layer above
met1	18.57	48	669
met4	1.387	0.62	0
met2	16.70	41	51
li1	-	-	693
met3	3.884	9.6	6
met5	0	0	-
-- area by class of cell --
cell class	instances	area, sq um
clock buffer	6	82.58
multi-input combinational	119	980.9
fill	621	3855
tap	77	96.34
timing repair buffer	43	420.4
sequential	38	954.7
clock inverter	2	12.51
inverter	15	56.30
-- timing repair --
| action | CTS | global route |
|---|---|---|
| endpoints found under the setup margin | 0 | 1 |
| gates resized | 0 | 6 |
| setup buffers | 0 | 0 |
Power figures rest on the tool's default switching activity, not on a simulated workload.
